**flow/run.sh**
```bash
#!/bin/bash
# OpenROAD 26Q1-2900-gdf79404cd8, Yosys 0.63+post, stock flow scripts
make -C /OpenROAD-flow-scripts/flow DESIGN_CONFIG=/design/flow/config.mk WORK_HOME=/design/flow/orfs finish
```
**flow/config.mk**
```make
export PLATFORM = sky130hd
export DESIGN_NAME = midpoint
export DESIGN_NICKNAME = midpoint
export VERILOG_FILES = /design/flow/design.v
export SDC_FILE = /design/flow/constraint.sdc
export NUM_CORES = 4
export LEC_CHECK = 1
export CORE_UTILIZATION = 30
```
**flow/constraint.sdc**
```tcl
current_design midpoint

set clk_period 1.7
set clk_io_pct 0.2

create_clock -name clk0 -period $clk_period [get_ports {clk}]

set non_clock_inputs [all_inputs -no_clocks]
set_input_delay [expr $clk_period * $clk_io_pct] -clock clk0 $non_clock_inputs
set_output_delay [expr $clk_period * $clk_io_pct] -clock clk0 [all_outputs]
```
**flow/design.v**
```verilog
module inputconditioner
(
input 	    clk,             
input	    noisysignal,     
output reg  conditioned,     
output reg  positiveedge,    
output reg  negativeedge     
);
    parameter counterwidth = 3;  
    parameter waittime = 3;      
    reg[counterwidth-1:0] counter = 0;
    reg synchronizer0 = 0;
    reg synchronizer1 = 0;
    always @(posedge clk ) begin
        if(conditioned == synchronizer1)
            counter <= 0;
        else begin
            if( counter == waittime) begin
                counter <= 0;
                conditioned <= synchronizer1;
            end
            else
                counter <= counter+1;
        end
        synchronizer0 <= noisysignal;
        synchronizer1 <= synchronizer0;
    end
    reg sig_delay;
    always @ (posedge clk) begin
        sig_delay <= conditioned;
        positiveedge <= ~sig_delay & conditioned;
        negativeedge <= sig_delay & ~conditioned;
    end
endmodule
module shiftregister
#(parameter width = 8)
(
input               clk,                 
input               peripheralClkEdge,   
input               parallelLoad,        
input  [width-1:0]  parallelDataIn,      
input               serialDataIn,        
output reg [width-1:0]  parallelDataOut,     
output reg          serialDataOut        
);
    reg [width-1:0]      shiftregistermem;
    always @(posedge clk) begin
          if (parallelLoad) begin
            shiftregistermem <= parallelDataIn; end
          else begin
            if (peripheralClkEdge) begin
              shiftregistermem[0] <= serialDataIn;
              shiftregistermem[1] <= shiftregistermem[0];
              shiftregistermem[2] <= shiftregistermem[1];
              shiftregistermem[3] <= shiftregistermem[2];
              shiftregistermem[4] <= shiftregistermem[3];
              shiftregistermem[5] <= shiftregistermem[4];
              shiftregistermem[6] <= shiftregistermem[5];
              shiftregistermem[7] <= shiftregistermem[6];
            end
          end
          serialDataOut <= shiftregistermem[7];
          parallelDataOut <= shiftregistermem;
    end
endmodule
module midpoint
#(parameter width = 8)
(
  input clk,
  input btn,
  input[1:0] switch,
  input[width-1:0] parallelDataIn,
  output[width-1:0] led
);
  wire bttn_neg, c_sw0;
  wire peripheralClkEdge;
  inputconditioner conditionerBttn(.clk(clk), .noisysignal(btn), .conditioned(), .positiveedge(), .negativeedge(bttn_neg));
  inputconditioner conditionerSw0(.clk(clk), .noisysignal(switch[0]), .conditioned(c_sw0), .positiveedge(), .negativeedge());
  inputconditioner conditionerSw1(.clk(clk), .noisysignal(switch[1]), .conditioned(), .positiveedge(peripheralClkEdge), .negativeedge());
  shiftregister #(width) dut(.clk(clk), .peripheralClkEdge(peripheralClkEdge), .parallelLoad(bttn_neg),  .parallelDataIn(parallelDataIn),
                         .serialDataIn(c_sw0), .parallelDataOut(led), .serialDataOut());
endmodule
```
==> flow_summary.toml <==
# physical design summary
[run_status]
status = "complete, no violations"

[drt]
final_antenna_net_count = 0
wl_per_cell_um = 9.73
drc = 0
postRouteWirelength_mm = 1.46
vias = 599
antenna_cells = 0
firstDrtPassIters = 2
drt_iter0_drc = 21
vias_per_cell = 3.99

[worst_setup_path]
critPathKind = "flop to output pin"
r2r_slack_ns = 0.45
cpPeakStageDelay_ns = 0.46
worstSetupStartpointType = "flop"
cp-end-kind = "output pin"
crit_arrival_ns = 1.05
reg2regPathDepth = 1
r2r_start = "conditionerBttn.negativeedge$_DFF_P_"
critical_path_buf_inv_count = 1
critPathTopFamily = "buffers and inverters"
cpMaxStageDelayCell = "clkdlybuf4s50_1"
rr_endpoint = "dut.shiftregistermem[7]$_DFFE_PP_"
crit_path_cell_trace = "clkdlybuf4s50_1"
critPathMaxFanout = 1
worstPathRequired_ns = 1.36

[hold_path]
hp-start = "conditionerSw1.synchronizer0$_DFF_P_"
hp-class = "flop to flop"
min_delay_path_depth = 0
min_to = "conditionerSw1.synchronizer1$_DFF_P_"

[yosys]
syn_inst = 74
largest_area_cell = "dfxtp_1"
xor_share = 0.0392
synth_cell_types = 12
yosysSeqAreaShare = 0.700
ys_sh_mux = 0.0966
logic_family = "multiplexers"
ys_sh_simple = 0.0855
ys_area_mm2 = 0.00124
aoi_share = 0
synth.avg_cell_area_um2 = 16.8
area_leaders = "dfxtp_1 43%, edfxtp_1 27%, mux2_4 9.7%, ha_1 6.0%, xnor2_2 3.9%"
ys_warn_count = 2
ys.flops = 38
syn_area_mm2 = 0.00124
ys_cells = 74
yosys.area_share.adder = 0.0604
top_area_frac = 0.435

[final_timing]
finClkSkew_ns = 0.00155
finalMaxSlewViolations = 0
finalWorstPathRequiredPeriod_ns = 1.39
fmax_mhz = 720
max_slew.worst_pin.slew_ns = 0.506
whs_ns = 0.328
setup_tns_ns = 0
min_period_over_period = 0.817
rsz0062_at_grt = "false"
setup_viol = 0
hold_viol_final = 0
relSlewSlack = 0.662

[layout]
layout_top_cell = "dfxtp_1"
postLayoutCoreUtil = 0.399
drive_above_1_share = 0.230
areaGrowthSynthToFinish_pct = 28.3
lay_top_cells = "27 x dfxtp_1, 19 x clkdlybuf4s50_1, 11 x edfxtp_1"

[cts]
clk_pin_slew_ns = 0.07
htree_num_levels = 2
cts_tree = "yes"
clk_path_buf_depth = 2
cts_setup_buffers = 0
cts_sinks = 38
ctsHoldBuffers = 0
cts_resized = 0
ctsRootBufferMaster = "clkbuf_8"
clk_latency_ns = 0.28
numCtsBuffers = 5

[global_route]
antenna_found_initial = 0
grt_pass1_wl_mm = 2.49
grt_max_degree = 12
met2_usage = 0.112
grt_use_met3 = 0.0420
overflow = 0
grt_pass1_vias = 581
grt.busiest_layer = "met2"
grt.total_usage = 0.0783
met1_usage = 0.106

[floorplan]
ios = 20
die-width_um = 66.4
die_h_um = 66.4
rows = 23
floorplan.core_util = 0.311
dieArea_mm2 = 0.00441
core_area_mm2 = 0.00400

[pwr]
power.density_mw_per_mm2 = 1180
leakagePower_nw = 0.634
ir_worst_vdd_uv = 438

[run]
warnings = 25
drv_cap = 0

[placement]
port_buffers = 19
globalplace.congestion = 0.735
-- cells in the mapped netlist --
cell and n:
dfxtp_1 27, edfxtp_1 11, mux2_4 8, ha_1 6
nor3_1 6, nor2b_1 4, inv_1 3, nor3b_2 3
xnor2_2 3, and2b_1 1, buf_6 1, or2_2 1
-- logic make-up after synthesis --
group,Yosys count
flip-flops,38
AND/OR/NAND/NOR,15
multiplexers,8
adder cells (fa/ha/maj),6
buffers and inverters,4
XOR/XNOR,3
-- area by class of cell --
cell class                 count  area, um^2
fill                         358        2400
sequential                    38         871
multi-input combinational     32         350
timing repair buffer          19         190
clock buffer                   8         110
tap                           50        62.6
inverter                       3        11.3
-- sequential cells by signal (all words and copies together) (netlist names), 3 cells and up --
signal,count
dut.parallelDataOut,8
dut.shiftregistermem,8
conditionerBttn.counter,3
conditionerSw0.counter,3
conditionerSw1.counter,3
-- power by group --
group	switching (W)	internal, W
registers	0.0000301	0.00101
logic	0.0000492	0.000108
clock network	0.000273	0.000409
-- per-layer routing --
metal	share of wire	routed length (um)	vias to the layer above
met3	0.10	153	5
li1	-	-	304
met4	0.021	30	0
met2	0.41	604	27
met1	0.46	671	263
met5	0	0	-
-- worst max path at each step --
stage | cells past startpoint | start | slack (ns) | to
CTS | 1 | dut.parallelDataOut[0]$_DFF_P_ | 0.29 | led[0]
global route | 1 | dut.parallelDataOut[0]$_DFF_P_ | 0.24 | led[0]
finish | 1 | dut.parallelDataOut[0]$_DFF_P_ | 0.31 | led[0]
-- per-stage QoR --
stage | instance area, um^2 | setup WS (ns) | total power [W] | cells
2_1_floorplan | 1240 | 0.617 | 0.00115 | 74
3_3_place_gp | 1490 | 0.424 | 0.00120 | 142
3_5_place_dp | 1490 | 0.426 | 0.00122 | 142
4_1_cts | 1600 | 0.289 | 0.00191 | 150
5_1_grt | 1600 | 0.242 | 0.00198 | 150
6_report | 1600 | 0.311 | 0.00187 | 150
Power and IR drop assume default switching activity.
