==> flow/design.v <==
module fsm(
    input      clk,
    input      sclk_pin,
    input      cs_pin,
    input      r_or_w,
    output reg addr_wr,
    output reg s_r,
    output reg dm_wr,
    output reg miso_en
);
  reg[3:0] counter = 4'd15;
  always @ (posedge clk) begin
    if (!cs_pin) begin
      if(sclk_pin)begin
        counter <= counter + 1;
        case(counter)
          4'd0: begin
            addr_wr <= 1'b1; s_r <= 1'b0; dm_wr <= 1'b0; miso_en <= 1'b0;
          end
          4'd6: begin
            addr_wr <= 1'b0;
            if(!r_or_w) begin
              s_r <= 1'b0; dm_wr <= 1'b1; miso_en <= 1'b0;
            end
            else begin
              s_r <= 1'b1; dm_wr <= 1'b0; miso_en <= 1'b1;
            end
          end
          4'd15: begin
            addr_wr <= 1'b0; s_r <= 1'b0; dm_wr <= 1'b0; miso_en <= 1'b0;
          end
          default: begin
            addr_wr <= addr_wr; s_r <= s_r; dm_wr <= dm_wr; miso_en <= miso_en;
          end
        endcase
      end
      if(counter==4'd7) begin
        if(s_r) s_r <= 0;
      end
    end
    if(cs_pin) begin
      counter <= 4'd15;
      addr_wr <= 1'b0; s_r <= 1'b0; dm_wr <= 1'b0; miso_en <= 1'b0;
    end
  end
endmodule
==> flow/run.sh <==
#!/bin/bash
# OpenROAD 26Q1-2900-gdf79404cd8, Yosys 0.63+post, stock flow scripts
make -C /OpenROAD-flow-scripts/flow DESIGN_CONFIG=/design/flow/config.mk WORK_HOME=/design/flow/orfs finish
==> flow/config.mk <==
export PLATFORM = sky130hd
export DESIGN_NAME = fsm
export DESIGN_NICKNAME = fsm
export VERILOG_FILES = /design/flow/design.v
export SDC_FILE = /design/flow/constraint.sdc
export NUM_CORES = 4
export LEC_CHECK = 1
export CORE_AREA = 10 10 70 70
export DIE_AREA = 0 0 80 80
==> flow/constraint.sdc <==
current_design fsm

set clk_period 3.0
set clk_io_pct 0.2

create_clock -name clk0 -period $clk_period [get_ports {clk}]

set non_clock_inputs [all_inputs -no_clocks]
set_input_delay [expr $clk_period * $clk_io_pct] -clock clk0 $non_clock_inputs
set_output_delay [expr $clk_period * $clk_io_pct] -clock clk0 [all_outputs]
==> flow_summary.ini <==
; synthesis and place-and-route metrics
[run_status]
outcome = complete, no violations

[worst_setup_path]
worstPathCellList = clkdlybuf4s50_1
r2r-end = addr_wr
critPathArrivalTime_ns = 1.11
endpoint = s_r
reg2reg_from = counter[0]
worst-path-buf-inv = 1
critPathRequiredTime_ns = 2.40
critPathMaxFanout = 4
worstSetupStartpointType = register
reg2reg_slack_ns = 1.70
crit_path_max_incr_delay_ns = 0.49
criticalPathCategory = register to primary output
crit_cells = 1
cp-startpoint = s_r
cp-end-kind = primary output
slowest_stage = clkdlybuf4s50_1
r2r_cells = 5
cp_top_family = buffers and inverters

[routing]
drt.antenna.violating_nets = 0
vias = 356
antenna-diode-count = 0
drc = 0
viasPerCell = 3.490
drt_iter0_drc = 37
firstDrtPassIters = 3
routedWlPerCell_um = 8.706
wirelength_um = 888

[run]
openroad.warnings = 27
drv_cap = 0

[grt]
grt_overflow = 0
track_usage_pct = 2.815
grt_pass1_wl_um = 1462
antenna_found_initial = 0
first_global_vias = 315
grt_max_degree = 14

[clock_tree]
cts_tree = yes
insertion_delay_ns = 0.25
post_cts_buffers = 0
clk_pin_slew_worst_paths_ns = 0.06
h-tree-depth = 1
numCtsBuffers = 3
cts_buffer_depth = 2
cts_resized = 0
cts_sinks = 8
cts_hold_buffers = 0
clockRootBuffer = clkbuf_4

[power_and_ir_drop]
p_leak_nw = 0.2302
total_power_mw = 0.2560
ir_worst_vdd_v = 0.00008385
power_density_nw_per_um2 = 446.8

[placed_design]
dpl.hpwl_um = 678.8
pre_cts_slack_ns = 1.196
gp_congestion = 0.7437
dp_cells = 99
placed_area_um2 = 550.5
portBuffers = 7

[floorplan]
die_y_um = 80
die-area_um2 = 6400
ioPinCount = 8
initCoreUtil_pct = 13.04
chipWidth_um = 80
core-area_um2 = 3416
row_count = 21

[final_timing]
hold_slack_ns = 0.5120
worst_slack_ns = 1.288
final_hold_viol_count = 0
worst_slew_pin_slew_ns = 0.3991
rsz0062_at_grt = false
fin_tns_setup_ns = 0
max_freq_mhz = 584.2
setup-violations-final = 0
slew_violations = 0
relSlewSlack_pct = 73.31
skew_ns = 0.004444
min_period_over_period_pct = 57.06
finalCriticalPeriod_ns = 1.712

[yosys]
area_leaders = dfxtp_1, ha_1, o211ai_1, buf_6, inv_1
top_area_cell = dfxtp_1
synth_cells = 48
yosys_area_um2 = 445.4
netlist.area_leader.share_pct = 35.96
ys.flops = 8
ys_types = 23
yosys_cells = 48
ys_warn_count = 1
ys_seq_share_pct = 35.96
syn_avg_cell_area_um2 = 9.280
synth_area_um2 = 445.4

[finish]
layout-drive-gt1-share_pct = 10.71
fin_area_um2 = 573.1
area_delta_synth_final_pct = 28.65
stdcell_count = 102
fillers = 390
final_core_util_pct = 16.78

[worst_hold_path]
hold_path_class = register to register
[cells in the final DEF (no fill, tap or decap)]
cell type	n
a21boi_2	1
a21oi_1	2
a31oi_1	2
a41oi_1	1
and3_2	1
clkbuf_4	3
clkdlybuf4s50_1	7
dfxtp_1	8
ha_1	3
inv_1	5
mux2i_1	1
nand2_1	4
nand2b_1	2
nand3_1	1
nand3b_1	1
nand4_1	2
nor2b_1	2
o211a_1	1
o211ai_1	4
o21ai_0	1
o31ai_1	1
or3b_4	1
xnor2_1	1
xor2_1	1
[cells by family after synthesis]
family,share of synthesized area (%)
xor gates and xnor gates,3.933
DFF,35.95
AOI/OAI and AO/OA,21.35
muxes,2.247
adders and majority gates,8.428
and+or+nand+nor,18.82
buffers and inverters,9.270
[worst min path at each step]
stage                      to  slack, ns    start  cells past startpoint
final                 miso_en       0.51  miso_en                      2
after global routing  miso_en       0.53  miso_en                      2
after CTS             miso_en       0.51  miso_en                      2
[synth_stat cells]
cell type and count:
o211a_1 1, o31ai_1 1, nand3_1 1, o211ai_1 4, xnor2_1 1, ha_1 3
a41oi_1 1, o21ai_0 1, a31oi_1 2, nand2b_1 2, xor2_1 1, and3_2 1
nand3b_1 1, buf_6 2, dfxtp_1 8, nand2_1 4, or3b_4 1, a21oi_1 2
nor2b_1 2, nand4_1 2, a21boi_2 1, inv_1 5, mux2i_1 1
[per-layer routing]
metal	GRT usage [%]	vias to the layer above	part of all wire, %
met1	3.504	156	49
met5	0	-	0
met3	2.045	2	9.3
met4	0.5282	0	2.0
met2	3.852	7	40
li1	-	191	-
[worst min-delay path, stage by stage, from the launching register on]
cell and delay (ns):
dfxtp_1 0.32, nand2b_1 0.07, a31oi_1 0.07
[power by group]
group	total (mW)	internal, mW	leakage, nW	switching [mW]
clock network	0.0823	0.0458	0.0138	0.0366
logic	0.0470	0.0251	0.151	0.0219
registers	0.127	0.115	0.0657	0.0118
total	0.256	0.186	0.230	0.0702
[area by class of cell]
type | instances | area, um2 | area share [%]
multi-input combinational | 33 | 244.0 | 42.58
sequential | 8 | 160.2 | 27.95
timing repair buffer | 7 | 70.07 | 12.23
tap | 46 | 57.56 | 10.04
clock buffer | 3 | 22.52 | 3.930
inverter | 5 | 18.77 | 3.275
[state kept, by name, summed over array words and instances, names as in the netlist]
register  count
miso_en       1
counter       4
dm_wr         1
addr_wr       1
s_r           1
Power is estimated from default activity; no workload was simulated.
